==> flow/design.v <==
`timescale 1ns / 1ps
module rcA(
    input [7:0] r_A,
    input [7:0] r_B,
    input r_Cin,
    output [7:0] r_Sum,
    output r_Cout
    );
    wire [7:1] C;
    rca_fA f1(.f_A(r_A[0]), .f_B(r_B[0]), .f_Cin(r_Cin), .f_Sum(r_Sum[0]), .f_Cout(C[1]));
    rca_fA f2(.f_A(r_A[1]), .f_B(r_B[1]), .f_Cin(C[1]), .f_Sum(r_Sum[1]), .f_Cout(C[2]));
    rca_fA f3(.f_A(r_A[2]), .f_B(r_B[2]), .f_Cin(C[2]), .f_Sum(r_Sum[2]), .f_Cout(C[3]));
    rca_fA f4(.f_A(r_A[3]), .f_B(r_B[3]), .f_Cin(C[3]), .f_Sum(r_Sum[3]), .f_Cout(C[4]));
    rca_fA f5(.f_A(r_A[4]), .f_B(r_B[4]), .f_Cin(C[4]), .f_Sum(r_Sum[4]), .f_Cout(C[5]));
    rca_fA f6(.f_A(r_A[5]), .f_B(r_B[5]), .f_Cin(C[5]), .f_Sum(r_Sum[5]), .f_Cout(C[6]));
    rca_fA f7(.f_A(r_A[6]), .f_B(r_B[6]), .f_Cin(C[6]), .f_Sum(r_Sum[6]), .f_Cout(C[7]));
    rca_fA f8(.f_A(r_A[7]), .f_B(r_B[7]), .f_Cin(C[7]), .f_Sum(r_Sum[7]), .f_Cout(r_Cout));
endmodule
`timescale 1ns / 1ps
module rca_fA(
    input f_A,
    input f_B,
    input f_Cin,
    output f_Sum,
    output f_Cout
    );
    wire T, T1_cout, T2_cout;
    rca_hA h1(.A(f_A), .B(f_B), .Sum(T), .Cout(T1_cout));
    rca_hA h2(.A(T), .B(f_Cin), .Sum(f_Sum), .Cout(T2_cout));
    assign f_Cout=T1_cout|T2_cout;
endmodule
`timescale 1ns / 1ps
module rca_hA(
    input A,
    input B,
    output Sum,
    output Cout
    );
    assign Sum=A^B;
    assign Cout=A&B;
endmodule
==> flow/run.sh <==
#!/bin/bash
# OpenROAD 26Q1-2900-gdf79404cd8, Yosys 0.63+post, stock flow scripts
make -C /OpenROAD-flow-scripts/flow DESIGN_CONFIG=/design/flow/config.mk WORK_HOME=/design/flow/orfs finish
==> flow/config.mk <==
export PLATFORM = sky130hd
export DESIGN_NAME = rcA
export DESIGN_NICKNAME = rcA
export VERILOG_FILES = /design/flow/design.v
export SDC_FILE = /design/flow/constraint.sdc
export NUM_CORES = 4
export LEC_CHECK = 1
export CORE_AREA = 10 10 70 70
export DIE_AREA = 0 0 80 80
==> flow/constraint.sdc <==
current_design rcA

set clk_period 10.2
set clk_io_pct 0.2

create_clock -name clk0 -period $clk_period

set non_clock_inputs [all_inputs -no_clocks]
set_input_delay [expr $clk_period * $clk_io_pct] -clock clk0 $non_clock_inputs
set_output_delay [expr $clk_period * $clk_io_pct] -clock clk0 [all_outputs]
==> run notes <==
Flow results are below.

- The number of buffer and inverter stages on the critical path is 6, for reference.
- The clock tree buffer count of the final layout is 0, for reference.
- Among cell families on the critical path, the largest total delay comes from adder cells.
- Post-CTS repair changed the size of 0 cells.
- The run reported a max-capacitance violation count of 0.
- The post-synthesis adder-cell area fraction is 62.1%, for reference.
- The total wire length after detailed routing is 772 um, for reference.
- Cells with a size suffix above 1 make up 0% of the layout.
- The routed layout has 217 vias.
- The post-route setup TNS is 0 ns, for reference.
- Of the available clock period, the critical path in the final layout requires 79.0%.
- The run finished with clean final reports.
- The remaining max-slew budget at the tightest pin is 93.9%, for reference.
- The peak ir drop on the vdd network is 0.0000172 V, for reference.
- The class of the worst hold path is in -> out, for reference.
- The worst hold path begins at r_Cin.
- The start-to-end type of the worst setup path is in -> out, for reference.
- The area share of the leading cell type in the synthesized netlist is 62.1%, for reference.
- Total power normalized to cell area comes to 51.0 nW/um2.
- The routed design shows a via density per instance of 2.41.
- The data required time reported for the critical path is 8.16 ns.
- TritonRoute reported its final design rule violation total as 0.
- STA classifies the critical path endpoint as an output pin.
- The count of nets left with antenna violations once routing finished came out at 0.
- The OpenROAD report gives the critical path a data arrival time of 6.02 ns.
- The synthesized netlist contains 3 unique library cells.
- The number of placement rows is 21, for reference.
- The placeable core area is 3420 um2, for reference.
- Summing the areas of all compound-gate instances in the mapped netlist gives 0% of the synthesized area.
- STA classifies the critical path startpoint as an input pin.
- The routed design uses 179 um of met2 wire.
- The final critical-path setup slack is 2.14 ns, for reference.
- In the global route stage, overall resource usage came out at 2.45%.
- Once the clock tree was built, the setup fixing pass inserted 0 buffers.
- For this design, the slowest cell found on the critical path is sky130_fd_sc_hd__clkdlybuf4s50_1.
- The final RePlAce weighted congestion is 0.863, for reference.
- The cell total in the yosys stat output is 26, for reference.
- The area of all sequential standard cells is 0 um2, for reference.
- Summed over all nets, wire length on met3 after detailed routing comes to 296 um.
- In this run the cell area of the synthesized design comes to 258 um2.
- Logged for this run, the post-placement worst setup slack is 2.12 ns.
- The path with the worst hold slack has its endpoint at r_Sum[0].
- The top routing layer in use is met3, for reference.
- The first routing iteration left 0 violations.
- By instance count after routing, the leading logic cell types are sky130_fd_sc_hd__clkdlybuf4s50_1 (26), sky130_fd_sc_hd__inv_1 (10), sky130_fd_sc_hd__fa_1 (8).
- The achievable frequency is 0.124 GHz, for reference.
- The total of buffers placed on input and output ports is 26, for reference.
- The most common cell type on the critical path is sky130_fd_sc_hd__fa_1, for reference.
- The count of boundary I/O pins is 26, for reference.
- Max-slew check failures listed in the final report amount to 0.
- The starting density of the core is 7.55%, for reference.
- Along the worst hold path, the cell count comes to 5.
- Setup repair after global routing left no endpoint under its margin.
- The first-pass GRT wire length is 1.26 mm, for reference.
- The count of hold buffers inserted by post-cts repair is 0, for reference.
- The count of warnings emitted by yosys is 0, for reference.
- Ranked by total cell area, the synthesized netlist is headed by sky130_fd_sc_hd__fa_1 (62%), sky130_fd_sc_hd__buf_4 (23%), sky130_fd_sc_hd__inv_1 (15%).
- The final number of hold-violating endpoints is 0, for reference.
- Per Yosys stat, the portion of area used by sequential elements is 0%.
- For this run, the final setup violation count is recorded as 0.
- The most common logic cell in the final layout is sky130_fd_sc_hd__clkdlybuf4s50_1.
- The number of diodes is 0, for reference.
- The first-pass detailed-route iteration total is 1, for reference.
- Sequential cells placed in the final layout were counted as 0.
- The largest fanout of any net on the critical path is 1, for reference.
- The most critical hold endpoint after final layout shows a slack of 5.12 ns.
- The die is 80 um wide.
- In this run the critical path is formed by clkdlybuf4s50_1 > inv_1 > fa_1 > inv_1 > fa_1 > fa_1 > fa_1 > fa_1 > fa_1 > fa_1 > inv_1 > fa_1 > inv_1 > clkdlybuf4s50_1.
- The area fraction in mux cells is 0%, for reference.
- The via count of the first global-routing pass is 266, for reference.
- The per-cell routed wire length is 8.58 um, for reference.
- For this block, wires on met1 add up to 296 um.
- The die covers 6400 um2.
- The post-synthesis xor/xnor area fraction is 0%, for reference.
- Entering global routing, the biggest net connects 2 pins.
- The simple-gate share of the synthesized area is 0%, for reference.
- OpenROAD emitted warnings numbering 32.
- The transition time recorded at the tightest slew-check pin is 0.0907 ns.
- The residual overflow from global routing is 0, for reference.
- The dominant kind of combinational cell is adder cells, for reference.
- The post-synthesis cell count is 26, for reference.
- The Yosys chip area is 258 um2, for reference.
- The mean cell area of the mapped netlist is 9.91 um2, for reference.
- The relative area change from synthesis to final layout is 100%, for reference.
- The initial antenna violation count is 0, for reference.
- The largest stage delay on the critical path is 0.47 ns, for reference.
- The smallest clock period supported by the final layout is computed as 8.06 ns.
- Summed over all nets, the half-perimeter wirelength after detailed placement is 778 um.
- The cell type with the largest total area after synthesis is sky130_fd_sc_hd__fa_1, for reference.
- For this design the static power due to leakage is 0.213 nW.
- The chip height is 80 um, for reference.
-- cell usage after synthesis --
cell / count
sky130_fd_sc_hd__fa_1: 8
sky130_fd_sc_hd__inv_1: 10
sky130_fd_sc_hd__buf_4: 8
-- layout make-up --
type / instances / area [um2]
well taps: 46 / 57.6
inverters: 10 / 37.5
fillers: 394 / 2900
multi-input cells: 8 / 160
repair buffers: 26 / 260
-- stage by stage --
stage	utilization, %	cell area, um2	instances	power, mW
finish	15.1	515	90	0.0263
global placement	15.1	515	90	0.0271
CTS	15.1	515	90	0.0274
global route	15.1	515	90	0.0308
detailed placement	15.1	515	90	0.0272
floorplan	-	258	26	0.0130
-- how the worst max path moves through the flow --
stage,endpoint,from,slack (ns),cells past startpoint
after CTS,r_Sum[7],r_A[0],2.11,14
after global routing,r_Sum[7],r_A[0],1.91,14
final,r_Sum[7],r_A[0],2.14,14
-- power breakdown --
| part | switching (mW) | internal, mW | total [mW] |
|---|---|---|---|
| clock network | 0 | 0 | 0 |
| logic | 0.00675 | 0.0195 | 0.0263 |
| registers | 0 | 0 | 0 |
-- kinds of logic after synthesis --
kind of cell  count (synthesis)
fa+ha+maj                     8
buf+inv                      18
-- worst min-delay path, delay by kind of cell --
kind / cells / cell delay (ns)
buf+inv: 4 / 0.89
fa+ha+maj: 1 / 0.15
-- metal layers --
layer  GRT usage [%]  up-vias
met2            2.89       25
met3            3.30        0
li1                -       96
met5               0        -
met1            2.70       96
met4               0        0
No activity file was given, so power comes from the tool's default toggle rates.
