==> /design/flow/design.v <==
`timescale 1ns / 1ps
module RCS(
    input [7:0] rs_A,
    input [7:0] rs_B,
    input rs_Bin,
    output [7:0] rs_Diff,
    output rs_Bout
    );
    wire [7:1] B;
    rcs_fA f1(.f_A(rs_A[0]), .f_B(~rs_B[0]), .f_Cin(rs_Bin), .f_Sum(rs_Diff[0]), .f_Cout(B[1]));
    rcs_fA f2(.f_A(rs_A[1]), .f_B(~rs_B[1]), .f_Cin(B[1]), .f_Sum(rs_Diff[1]), .f_Cout(B[2]));
    rcs_fA f3(.f_A(rs_A[2]), .f_B(~rs_B[2]), .f_Cin(B[2]), .f_Sum(rs_Diff[2]), .f_Cout(B[3]));
    rcs_fA f4(.f_A(rs_A[3]), .f_B(~rs_B[3]), .f_Cin(B[3]), .f_Sum(rs_Diff[3]), .f_Cout(B[4]));
    rcs_fA f5(.f_A(rs_A[4]), .f_B(~rs_B[4]), .f_Cin(B[4]), .f_Sum(rs_Diff[4]), .f_Cout(B[5]));
    rcs_fA f6(.f_A(rs_A[5]), .f_B(~rs_B[5]), .f_Cin(B[5]), .f_Sum(rs_Diff[5]), .f_Cout(B[6]));
    rcs_fA f7(.f_A(rs_A[6]), .f_B(~rs_B[6]), .f_Cin(B[6]), .f_Sum(rs_Diff[6]), .f_Cout(B[7]));
    rcs_fA f8(.f_A(rs_A[7]), .f_B(~rs_B[7]), .f_Cin(B[7]), .f_Sum(rs_Diff[7]), .f_Cout(rs_Bout));
endmodule
`timescale 1ns / 1ps
module rcs_fA(
    input f_A,
    input f_B,
    input f_Cin,
    output f_Sum,
    output f_Cout
    );
    wire T, T1_cout, T2_cout;
    rcs_hA h1(.A(f_A), .B(f_B), .Sum(T), .Cout(T1_cout));
    rcs_hA h2(.A(T), .B(f_Cin), .Sum(f_Sum), .Cout(T2_cout));
    assign f_Cout=T1_cout|T2_cout;
endmodule
`timescale 1ns / 1ps
module rcs_hA(
    input A,
    input B,
    output Sum,
    output Cout
    );
    assign Sum=A^B;
    assign Cout=A&B;
endmodule
==> /design/flow/run.sh <==
#!/bin/bash
# OpenROAD 26Q1-2900-gdf79404cd8, Yosys 0.63+post, stock flow scripts
make -C /OpenROAD-flow-scripts/flow DESIGN_CONFIG=/design/flow/config.mk WORK_HOME=/design/flow/orfs finish
==> /design/flow/config.mk <==
export PLATFORM = sky130hd
export DESIGN_NAME = RCS
export DESIGN_NICKNAME = RCS
export VERILOG_FILES = /design/flow/design.v
export SDC_FILE = /design/flow/constraint.sdc
export NUM_CORES = 4
export LEC_CHECK = 1
export CORE_AREA = 10 10 70 70
export DIE_AREA = 0 0 80 80
==> /design/flow/constraint.sdc <==
current_design RCS

set clk_period 7.8
set clk_io_pct 0.2

create_clock -name clk0 -period $clk_period

set non_clock_inputs [all_inputs -no_clocks]
set_input_delay [expr $clk_period * $clk_io_pct] -clock clk0 $non_clock_inputs
set_output_delay [expr $clk_period * $clk_io_pct] -clock clk0 [all_outputs]
==> impl_metrics.csv <==
group,metric,value,unit
finish,fillCellCount,397,
timing,tns,0,ns
timing,report.final.slew_viol_count,0,
flow_run,warnings,32,
synth,netlist_area,280,um2
run_status,outcome,"completed",
setup_path,critPathMaxFanout,1,
timing,tightest_slew,0.0947,ns
grt,gr-total-overflow,0,
setup_path,arrival,5.44,ns
placed_design,place_ws,0.765,ns
timing,max_freq,143,MHz
timing,setup_slack,0.799,ns
cts,cts_resized,0,
grt,track_usage,2.23,%
die,die_h,80,um
setup_path,crit_type,"in -> out",
die,die_x,80,um
pwr,p_total,0.0357,mW
finish,areaGrowthSynthToFinish,92.0,%
grt,grt_pass1_wl,1150,um
pwr,vdd_drop_max,0.0000246,V
die,die_area,6400,um2
synth,syn-instance-count,32,
setup_path,critPathCaptureType,"primary output",
drt,wirelength,764,um
synth,yosys-stat-cells,32,
die,initCoreUtil,8.21,%
finish,seqCellArea,0,um2
placed_design,dp_hpwl,763,um
drt,routedWlPerCell,7.96,um
placed_design,portBuffers,26,
finish,seq_cells,0,
synth,postSynthSeqShare,0,%
pwr,power_density,66.4,nW/um2
drt,antenna_left,0,
timing,min_period,7.00,ns
grt,met1_usage,2.90,%
drt,n_antenna_cell,0,
timing,finalSetupViolCount,0,
finish,drive_gt1_share,0,%
drt,dr.first_iter.drc_count,1,
timing,hold_violations,0,
placed_design,gp_congestion,0.819,
die,ioPinCount,26,
grt,met2_usage,2.41,%
finish,clkbuf_count,0,
cts,ctsHoldBuffers,0,
drt,drc,0,
grt,busiest_layer,"met1",
grt,grt.met3_usage,2.61,%
setup_path,start_kind,"input pin",
synth,yosys_warnings,0,
setup_path,critPathRequiredTime,6.24,ns
timing,finalClockPeriodUsage,89.8,%
grt,antenna_found_initial,0,
pwr,p_leak,0.245,nW
finish,utilization,15.8,%
drt,first_pass_iters,2,
flow_run,drv_cap,0,
grt,grt_max_degree,2,
timing,rsz0062_at_grt,"no",
die,coreArea,3420,um2
die,fp-row-count,21,
timing,max_slew_margin,93.7,%
drt,vias_per_cell,2.41,
synth,yosysUniqueCellTypes,3,
hold_path,hold_class,"in -> out",
cts,post_cts_buffers,0,
synth,syn_area_per_cell,8.76,um2
grt,grt_pass1_vias,254,
synth,ys_chip_area,280,um2
drt,vias,231,
synthesized netlist by cell type:
cell / n / area share, %
inv_1: 16 / 21
buf_4: 8 / 21
fa_1: 8 / 57
power by group:
| group | leakage [nW] | total, mW | internal (mW) | switching, mW |
|---|---|---|---|---|
| Sequential | 0 | 0 | 0 | 0 |
| Clock | 0 | 0 | 0 | 0 |
| Combinational | 0.245 | 0.0357 | 0.0260 | 0.00965 |
routing by layer:
layer,wire length [um],vias up
met5,0,-
met4,0,0
met3,246,0
met2,177,25
met1,339,98
li1,-,108
final cells by class:
cell class	instances	area (um2)	area share [%]
repair buffers	26	260	48.4
inverters	16	60.1	11.2
well taps	46	57.6	10.7
multi-input cells	8	160	29.8
cells in the final DEF (no fill, tap or decap), drive strengths merged:
cell type,instances
fa,8
clkdlybuf4s50,26
inv,16
worst paths after layout:
path | end | slack (ns) | startpoint | depth (start not counted)
worst max-delay path | rs_Diff[7] | 0.80 | rs_A[0] | 12
worst min-delay path | rs_Diff[1] | 4.18 | rs_B[1] | 4
critical path: stages:
cell,delay [ns]
clkdlybuf4s50_1,0.48
fa_1,0.17
inv_1,0.05
fa_1,0.37
fa_1,0.38
fa_1,0.38
fa_1,0.39
fa_1,0.39
fa_1,0.37
inv_1,0.07
fa_1,0.41
clkdlybuf4s50_1,0.42
stage by stage:
stage          cell area (um2)  instances  hold WS [ns]
2_1_floorplan              280         32          3.23
3_3_place_gp               538         96          4.18
3_5_place_dp               538         96          4.19
4_1_cts                    538         96          4.19
5_1_grt                    538         96          4.23
6_report                   538         96          4.18
cells by family (layout without fill, tap and decap cells):
logic type	Yosys count	after routing	synth area share (%)
adder cells (fa/ha/maj)	8	8	57.1
buffers and inverters	24	42	42.9
No activity file was given, so power comes from the tool's default toggle rates.
