--- ./config.mk ---
export PLATFORM = sky130hd
export DESIGN_NAME = RC_AS
export DESIGN_NICKNAME = RC_AS
export VERILOG_FILES = /design/flow/design.v
export SDC_FILE = /design/flow/constraint.sdc
export NUM_CORES = 4
export LEC_CHECK = 1
export CORE_AREA = 10 10 70 70
export DIE_AREA = 0 0 80 80
--- ./constraint.sdc ---
current_design RC_AS

set clk_period 10.0
set clk_io_pct 0.2

create_clock -name clk0 -period $clk_period

set non_clock_inputs [all_inputs -no_clocks]
set_input_delay [expr $clk_period * $clk_io_pct] -clock clk0 $non_clock_inputs
set_output_delay [expr $clk_period * $clk_io_pct] -clock clk0 [all_outputs]
--- ./design.v ---
`timescale 1ns / 1ps
module hA(input h_A, input h_B, output h_S, output h_Out);
    assign h_S = h_A^h_B;
    assign h_Out = h_A&h_B;
endmodule
module fA(input f_A, input f_B, input f_Cin, output f_S, output f_Out);
    wire [2:0] T;
    hA h1(f_A, f_B, T[0], T[1]);
    hA h2(T[0], f_Cin, f_S, T[2]);
    assign f_Out = T[1]^T[2];
endmodule
module Comp(
    input [3:0] A,
    input [3:0] B,
    input Cin,
    output [3:0] D,
    output Out,
    output reg AgB, AlB, AeB
    );
    wire [2:0] C;
    wire chk;
    fA f1(A[0], ~B[0], Cin, D[0], C[0]);
    fA f2(A[1], ~B[1], C[0], D[1], C[1]);
    fA f3(A[2], ~B[2], C[1], D[2], C[2]);
    fA f4(A[3], ~B[3], C[2], D[3], Out);
    assign chk = Out^D[3];
    always@(*) begin
        if(D == 0) begin
            AgB = 1'b0;
            AlB = 1'b0;
            AeB = 1'b1;
        end
        else if((chk^D[3]) == 1) begin
            AgB = 1'b1;
            AlB = 1'b0;
            AeB = 1'b0;
        end
        else begin
            AgB = 1'b0;
            AlB = 1'b1;
            AeB = 1'b0;
        end
    end
endmodule
`timescale 1ns / 1ps
module RC_AS(
    input [7:0] A,
    input [7:0] B,
    input Cin,
    output [7:0] Sum,
    output Cout
    );
    wire [7:1] C;
    fA f1(A[0], B[0]^Cin, Cin, Sum[0], C[1]);
    fA f2(A[1], B[1]^Cin, C[1], Sum[1], C[2]);
    fA f3(A[2], B[2]^Cin, C[2], Sum[2], C[3]);
    fA f4(A[3], B[3]^Cin, C[3], Sum[3], C[4]);
    fA f5(A[4], B[4]^Cin, C[4], Sum[4], C[5]);
    fA f6(A[5], B[5]^Cin, C[5], Sum[5], C[6]);
    fA f7(A[6], B[6]^Cin, C[6], Sum[6], C[7]);
    fA f8(A[7], B[7]^Cin, C[7], Sum[7], Cout);
endmodule
--- ./run.sh ---
#!/bin/bash
# OpenROAD 26Q1-2900-gdf79404cd8, Yosys 0.63+post, stock flow scripts
make -C /OpenROAD-flow-scripts/flow DESIGN_CONFIG=/design/flow/config.mk WORK_HOME=/design/flow/orfs finish
==> out/results.tsv <==
metric	value	unit
final hold vios	0	
status	complete, no violations	
actual slew at the worst max-slew pin	0.444	ns
Post-Syn Instances	38	
netlist area before placement	348	um^2
# DRC	0	
fmax	0.123	GHz
Antenna diodes	0	
CP dominant cell by count	fa_1	
slowest CP cell	clkdlybuf4s50_1	
core area	0.00342	mm^2
post-route design area	594	um^2
DIE AREA	0.00640	mm^2
Cell Chain, Critical Path	clkdlybuf4s50_1 -> xnor2_1 -> fa_1 -> fa_1 -> fa_1 -> fa_1 -> fa_1 -> fa_1 -> inv_1 -> fa_1 -> clkdlybuf4s50_1	
Syn Area/Cell	9.15	um^2
Compound Share, Synth	0	%
crit path time final	8.14	ns
post-placement cell count	101	
xor/xnor share	22.3	%
post-route non-filler standard cell count	101	
max_cap viols	0	
DR vias	254	
setup TNS	0	ns
largest net degree at the start of global routing	9	
# clk buffers	0	
site row count	21	
flip-flops	0	
1st-pass router iterations	1	
Unique cell types	8	
Yosys top cell by area	fa_1	
Area leader share	40.3	%
GR Util All Layers	2.42	%
max incr delay on CP	0.74	ns
Log Warnings	32	
Hold Path Class	in -> out	
RSZ-0062 raised after global routing	no	
Setup Buffers After CTS	0	
buffers plus inverters on the worst setup path	3	
Mux cell area share	2.88	%
FA/HA/MAJ Cells, Area Fraction	40.3	%
die width	80	um
Power Total	39.7	uW
layout cell share with drive strength beyond 1	1.82	%
CP arrival	6.14	ns
VDD IR-drop max	0.0333	mV
Max Slew Vio Count	0	
wire per inst	8.30	um
Top delay family on crit path	adder cells	
first-pass GRT wire length	1250	um
post-layout util	17.4	%
vias in the first global route	279	
CP max FO	8	
initial antenna violation count	0	
placed cell areas	594	um^2
FP Core Util	10.2	%
Simple Share, Synth	0	%
Setup crit start kind	input pin	
leak pwr	0.250	nW
hpwl dp	816	um
IO buf count	26	
most frequent cell after synthesis	inv_1	
DRT antenna net count	0	
Total Routed Length	838	um
final setup fails	0	
CP Class	in -> out	
top cells by area	fa_1 40%, buf_4 17%, xnor2_1 15%, inv_1 14%, xor2_2 4.7%	
register area	0	um^2
fillers	390	
Power Density	66.8	mW/mm^2
Logic family by area	adder cells	
CP required	8.00	ns
Die Span Y	80	um
hold_buf cts	0	
Syn. warnings	0	
area growth from synthesis to layout	70.9	%
drt via density	2.51	
MI comb area	228	um^2
cycle use final	81.4	%
# IOs	26	
Yosys Chip Area	348	um^2
post-CTS sizing	0	
Max-slew headroom	70.3	%
Commonest cells post-synth	13 x inv_1, 8 x buf_4, 7 x fa_1	
Synth Seq Share	0	%
GP Congestion	0.812	
CP Capture Type	output port	
initial DRC count	0	
Congestion Overflow GR	0	
ys cells	38	
-- kinds of logic (layout without fill, tap and decap cells) --
group | after synthesis | in the layout
multiplexers | 1 | 1
adder cells (fa/ha/maj) | 7 | 7
XOR/XNOR | 8 | 8
buffers and inverters | 22 | 39
-- where the power goes --
| group | internal (mW) | switching (mW) |
|---|---|---|
| logic | 0.0278 | 0.0120 |
| clock network | 0 | 0 |
| registers | 0 | 0 |
-- routing by layer --
layer | track usage [%] | up-vias | part of all wire [%]
met2 | 2.01 | 26 | 18
met3 | 2.73 | 0 | 34
met1 | 3.71 | 102 | 48
met4 | 0 | 0 | 0
li1 | - | 126 | -
met5 | 0 | - | 0
-- cell type report --
class	count	share of cell area (%)
inverters	13	8.21
multi-input cells	16	38.3
well taps	46	9.68
repair buffers	26	43.8
-- path summary, 6_finish.rpt --
path | startpoint | to | slack, ns | cells past startpoint
worst min-delay path | A[0] | Sum[0] | 4.95 | 3
worst max-delay path | Cin | Sum[7] | 1.86 | 11
-- cell usage in the layout, fill, tap and decap left out --
master and count:
xor2_2 1, mux2i_1 1, xnor2_1 6, fa_1 7, inv_1 13, xor2_1 1
clkdlybuf4s50_1 26
-- metrics by stage --
| step | setup WS (ns) | hold slack, ns |
|---|---|---|
| after floorplan | 2.88 | 4.11 |
| after global placement | 1.83 | 4.97 |
| after detailed placement | 1.82 | 4.96 |
| after CTS | 1.81 | 4.96 |
| after global routing | 1.69 | 4.97 |
| final | 1.86 | 4.95 |
-- tightest hold or removal path, delay by kind of cell --
| family | cells | cell delay [ns] |
|---|---|---|
| buffers and inverters | 2 | 0.89 |
| xor gates and xnor gates | 1 | 0.07 |
Power is estimated from default activity; no workload was simulated.
